[flow/run.sh]
#!/bin/bash
# OpenROAD 26Q1-2900-gdf79404cd8, Yosys 0.63+post, stock flow scripts
make -C /OpenROAD-flow-scripts/flow DESIGN_CONFIG=/design/flow/config.mk WORK_HOME=/design/flow/orfs finish
[flow/config.mk]
export PLATFORM = sky130hd
export DESIGN_NAME = hourminsec
export DESIGN_NICKNAME = hourminsec
export VERILOG_FILES = /design/flow/design.v
export SDC_FILE = /design/flow/constraint.sdc
export NUM_CORES = 4
export LEC_CHECK = 1
export CORE_AREA = 10 10 98 98
export DIE_AREA = 0 0 108 108
[flow/constraint.sdc]
current_design hourminsec

set clk_period 1.3
set clk_io_pct 0.2

create_clock -name clk0 -period $clk_period [get_ports {i_hour_clk}]
create_clock -name clk1 -period $clk_period [get_ports {i_min_clk}]
create_clock -name clk2 -period $clk_period [get_ports {i_sec_clk}]

set non_clock_inputs [all_inputs -no_clocks]
set_input_delay [expr $clk_period * $clk_io_pct] -clock clk0 $non_clock_inputs
set_output_delay [expr $clk_period * $clk_io_pct] -clock clk0 [all_outputs]
[flow/design.v]
module	hms_cnt(
		o_hms_cnt,
		o_max_hit,
		i_max_cnt,
		clk,
		rst_n);
output	[5:0]	o_hms_cnt		;
output		o_max_hit		;
input	[5:0]	i_max_cnt		;		 
input		clk			;
input		rst_n			;
reg	[5:0]	o_hms_cnt		;
reg		o_max_hit		;
always @(posedge clk or negedge rst_n) begin
	if(rst_n == 1'b0) begin
		o_hms_cnt <= 6'd0;
		o_max_hit <= 1'b0;
	end else begin
		if(o_hms_cnt >= i_max_cnt) begin	 
			o_hms_cnt <= 6'd0;
			o_max_hit <= 1'b1;
		end else begin
			o_hms_cnt <= o_hms_cnt + 1'b1;	 
			o_max_hit <= 1'b0;
		end
	end
end
endmodule
module	hourminsec(	o_sec,
			o_min,
			o_hour,				 
			o_max_hit_sec,
			o_max_hit_min,
			o_max_hit_hour,			 
			i_sec_clk,
			i_min_clk,
			i_hour_clk,			 
			clk,
			rst_n);
output	[5:0]	o_sec		;
output	[5:0]	o_min		;
output	[5:0]	o_hour		;			 
output		o_max_hit_sec	;
output		o_max_hit_min	;
output		o_max_hit_hour	;			 
input		i_sec_clk	;
input		i_min_clk	;
input		i_hour_clk	;			 
input		clk		;
input		rst_n		;
hms_cnt		u0_hms_cnt(				 
		.o_hms_cnt	( o_sec		),
		.o_max_hit	( o_max_hit_sec	),
		.i_max_cnt	( 6'd59		),	 
		.clk		( i_sec_clk	),
		.rst_n		( rst_n		));
hms_cnt		u1_hms_cnt(				 
		.o_hms_cnt	( o_min		),
		.o_max_hit	( o_max_hit_min	),
		.i_max_cnt	( 6'd59		),	 
		.clk		( i_min_clk	),
		.rst_n		( rst_n		));
hms_cnt		u2_hms_cnt(				 
		.o_hms_cnt	( o_hour	),
		.o_max_hit	( o_max_hit_hour),
		.i_max_cnt	( 6'd23		),	 
		.clk		( i_hour_clk	),	
		.rst_n		( rst_n		));
endmodule
==> results.tsv <==
metric	value	unit
width of the die	108	µm
Data arrival, critical path	0.99	ns
All-Layer GR Usage	3.74	%
number of antenna-violating nets in the routed design	0	
first-pass iteration count of the detailed router	2	
post-synthesis instance area	840	µm²
CTS clk-pin slew, worst paths	0.04	ns
critical-path maximum fanout	1	
tool warnings	27	
CP Buf/Inv Count	1	
die extent in y	108	µm
combinational cell area excluding buffers and inverters	323	µm²
wire length reported by the detailed router	2210	µm
Worst Setup Slack, final	0.0511	ns
Slowest-stage cell, CP	sky130_fd_sc_hd__clkdlybuf4s50_1	
CTS tree	yes	
fraction of layout instances using a drive strength above 1	32.8	%
Iter 0 DRT Violations	22	
global-route wire length before repair	3500	µm
vias per cell	3.31	
Num Clock Sinks	21	
initial antenna violation count	0	
final weighted congestion in routability-driven placement	0.778	
unrepaired setup endpoints after global routing	no	
worst path required time	1.04	ns
IR Drop Worst-Case VDD	0.221	mV
pins over their slew limit	0	
flops & latches, synth	21	
count of input and output buffers	22	
Fin Setup TNS	0	ns
worst min-delay path category	input port to async pin	
dominant cell type by area after synthesis	sky130_fd_sc_hd__dfrtp_1	
gate count of the mapped netlist	70	
warnings from Yosys	1	
ys cells	70	
stage delay of the slowest cell on the critical path	0.45	ns
# Max-Cap Violations	0	
largest net degree at the start of global routing	22	
Area Growth Syn to Fin	77.6	%
nature of the critical path endpoint	output pin	
Worst Hold Margin	0.390	ns
startpoint-to-endpoint class of the critical path	flop to output pin	
post-DR wirelength/cell	9.73	µm
total cell area reported by yosys after synthesis	840	µm²
Leakage	0.784	nW
core area	7650	µm²
global route overflow	0	
list of cells traversed by the critical path	clkdlybuf4s50_1	
floorplan row count	32	
fraction of the yosys area taken by sequential cells	62.6	%
Mean Syn Cell Area	12.0	µm²
power density over the cells	1100	nW/µm²
worst slack, placed	0.0920	ns
Final Hold Violation Tally	0	
Max-area cell share	62.6	%
gate family responsible for the most delay along the worst path	buffers and inverters	
remaining design rule violation count	0	
HPWL Detailed	1510	µm
via count of the first global-routing pass	727	
Chip Area	11700	µm²
Setup violations, final	0	
startpoint class of the critical path	flop	
initial core utilization	11.0	%
result of the run	complete, no violations	
Boundary Pins	26	
storage element area	526	µm²
main area contributors	sky130_fd_sc_hd__dfrtp_1 (63%), sky130_fd_sc_hd__ha_1 (4.5%), sky130_fd_sc_hd__o21ai_0 (4.2%), sky130_fd_sc_hd__xnor2_1 (4.2%), sky130_fd_sc_hd__nor2_1 (3.1%)	
Filler Cells Inserted	812	
post-route clock skew	0.00565	ns
library cells used by synthesis	20	
diode insertion count for antenna repair	0	
number of vias in the routed layout	752	
cell type report:
cell class | instances | area share (%)
clock buffers | 11 | 8.81
clock inverters | 1 | 0.336
inverters | 1 | 0.252
multi-input cells | 48 | 21.6
flip-flops and latches | 21 | 35.2
well taps | 102 | 8.56
repair buffers | 43 | 25.2
report_power, final:
group	internal [mW]	switching, mW
clock network	0.631	0.270
registers	0.667	0.00445
logic	0.0411	0.0343
layout by cell type (no fill, tap or decap), drive strengths merged:
cell | Yosys | routed
o21ai | 7 | 7
nand3 | 3 | 3
clkbuf | 0 | 11
a21oi | 3 | 3
xnor2 | 4 | 4
a21o | 2 | 2
dfrtp | 21 | 21
and3 | 2 | 2
buf | 0 | 21
conb | 1 | 1
o2111a | 2 | 2
xor2 | 1 | 1
a31oi | 4 | 4
nor3b | 1 | 1
nor2 | 9 | 9
nand3b | 1 | 1
dlymetal6s2s | 0 | 6
nand2 | 2 | 2
inv | 1 | 1
clkdlybuf4s50 | 0 | 2
dlygate4sd2 | 0 | 14
clkinv | 0 | 1
ha | 3 | 3
nand4b | 1 | 1
nor2b | 2 | 2
routing by layer:
| layer | global-route usage, % | wire length (µm) | up-vias |
|---|---|---|---|
| met1 | 4.23 | 933 | 365 |
| met2 | 5.34 | 952 | 24 |
| li1 | - | - | 355 |
| met3 | 2.29 | 212 | 8 |
| met4 | 2.10 | 109 | 0 |
| met5 | 0 | 0 | - |
flip-flops by register name, indices dropped and copies added (netlist names):
name                  flops
u0_hms_cnt.o_max_hit      1
u1_hms_cnt.o_hms_cnt      6
u1_hms_cnt.o_max_hit      1
u0_hms_cnt.o_hms_cnt      6
u2_hms_cnt.o_max_hit      1
u2_hms_cnt.o_hms_cnt      6
path summary, 6_finish.rpt:
check / from / end / slack, ns / cells past startpoint
min in group clk0: u2_hms_cnt.o_hms_cnt[5]$_DFF_PN0_ / u2_hms_cnt.o_hms_cnt[4]$_DFF_PN0_ / 0.54 / 2
max in group clk2: u0_hms_cnt.o_hms_cnt[0]$_DFF_PN0_ / u0_hms_cnt.o_hms_cnt[5]$_DFF_PN0_ / 0.06 / 4
min in group clk1: u1_hms_cnt.o_hms_cnt[0]$_DFF_PN0_ / u1_hms_cnt.o_hms_cnt[0]$_DFF_PN0_ / 0.52 / 2
max reg2reg: u0_hms_cnt.o_hms_cnt[0]$_DFF_PN0_ / u0_hms_cnt.o_hms_cnt[5]$_DFF_PN0_ / 0.06 / 4
max: u2_hms_cnt.o_max_hit$_DFF_PN0_ / o_max_hit_hour / 0.05 / 1
max in group clk1: u1_hms_cnt.o_hms_cnt[0]$_DFF_PN0_ / u1_hms_cnt.o_hms_cnt[1]$_DFF_PN0_ / 0.09 / 4
max in group asynchronous: rst_n / u2_hms_cnt.o_max_hit$_DFF_PN0_ / 0.68 / 2
min reg2reg: u1_hms_cnt.o_hms_cnt[0]$_DFF_PN0_ / u1_hms_cnt.o_hms_cnt[0]$_DFF_PN0_ / 0.52 / 2
min: rst_n / u1_hms_cnt.o_max_hit$_DFF_PN0_ / 0.39 / 2
min in group clk2: u0_hms_cnt.o_hms_cnt[0]$_DFF_PN0_ / u0_hms_cnt.o_hms_cnt[0]$_DFF_PN0_ / 0.55 / 2
per-stage QoR:
| stage | std cells | util, % | total power [mW] | cell area [µm²] |
|---|---|---|---|---|
| 2_1_floorplan | 70 | - | 0.695 | 840 |
| 3_3_place_gp | 202 | 16.3 | 0.739 | 1250 |
| 3_5_place_dp | 202 | 16.3 | 0.742 | 1250 |
| 4_1_cts | 225 | 18.9 | 1.68 | 1450 |
| 5_1_grt | 227 | 19.5 | 1.74 | 1490 |
| 6_report | 227 | 19.5 | 1.65 | 1490 |
synth_stat cells:
master	number
sky130_fd_sc_hd__dfrtp_1	21
sky130_fd_sc_hd__xor2_1	1
sky130_fd_sc_hd__a31oi_1	4
sky130_fd_sc_hd__nand4b_1	1
sky130_fd_sc_hd__inv_1	1
sky130_fd_sc_hd__a21oi_1	3
sky130_fd_sc_hd__nor2b_1	2
sky130_fd_sc_hd__nor3b_1	1
sky130_fd_sc_hd__nand3b_1	1
sky130_fd_sc_hd__conb_1	1
sky130_fd_sc_hd__nand3_1	3
sky130_fd_sc_hd__nor2_1	7
sky130_fd_sc_hd__nand2_1	2
sky130_fd_sc_hd__o21ai_0	7
sky130_fd_sc_hd__a21o_1	2
sky130_fd_sc_hd__and3_2	2
sky130_fd_sc_hd__o2111a_1	2
sky130_fd_sc_hd__xnor2_1	4
sky130_fd_sc_hd__ha_1	3
sky130_fd_sc_hd__nor2_2	2
logic make-up (layout without fill, tap and decap cells):
family,count (synthesis),after routing,synth area share [%]
flip-flops,21,21,62.6
AND/OR/NAND/NOR,21,21,13.4
AND-OR/OR-AND,18,18,13.4
XOR/XNOR,5,5,5.22
adder cells (fa/ha/maj),3,3,4.47
other,1,1,0.447
buffers and inverters,1,56,0.447
repair_timing:
action,in CTS,in global routing
setup endpoints to repair,18,18
pin swaps,0,4
gates resized,14,12
setup buffers,11,2
gates cloned,0,0
hold buffers,0,0
Power figures rest on the tool's default switching activity, not on a simulated workload.
