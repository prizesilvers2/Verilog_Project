### design.v
module	nco(	
		o_gen_clk,
		i_nco_num,
		clk,
		rst_n);
output		o_gen_clk	;	 
input	[31:0]	i_nco_num	;
input		clk		;	 
input		rst_n		;
reg	[31:0]	cnt		;
reg		o_gen_clk	;
always @(posedge clk or negedge rst_n) begin
	if(rst_n == 1'b0) begin
		cnt		<= 32'd0;
		o_gen_clk	<= 1'd0	;
	end else begin
		if(cnt >= i_nco_num/2-1) begin
			cnt 	<= 32'd0;
			o_gen_clk	<= ~o_gen_clk;
		end else begin
			cnt <= cnt + 1'b1;
		end
	end
end
endmodule
module	fnd_dec(
		o_seg,
		i_num);
output	[6:0]	o_seg		;	 
input	[3:0]	i_num		;
reg	[6:0]	o_seg		;
always @(i_num) begin 
 	case(i_num) 
 		4'd0:	o_seg = 7'b111_1110; 
 		4'd1:	o_seg = 7'b011_0000; 
 		4'd2:	o_seg = 7'b110_1101; 
 		4'd3:	o_seg = 7'b111_1001; 
 		4'd4:	o_seg = 7'b011_0011; 
 		4'd5:	o_seg = 7'b101_1011; 
 		4'd6:	o_seg = 7'b101_1111; 
 		4'd7:	o_seg = 7'b111_0000; 
 		4'd8:	o_seg = 7'b111_1111; 
 		4'd9:	o_seg = 7'b111_0011; 
 		4'd10:	o_seg = 7'b111_0111; 
 		4'd11:	o_seg = 7'b001_1111; 
 		4'd12:	o_seg = 7'b100_1110; 
 		4'd13:	o_seg = 7'b011_1101; 
 		4'd14:	o_seg = 7'b100_1111; 
 		4'd15:	o_seg = 7'b100_0111; 
		default:o_seg = 7'b000_0000; 
	endcase 
end
endmodule
module	double_fig_sep(
		o_left,
		o_right,
		i_double_fig);
output	[3:0]	o_left		;
output	[3:0]	o_right		;
input	[5:0]	i_double_fig	;
assign		o_left	= i_double_fig / 10	;
assign		o_right	= i_double_fig % 10	;
endmodule
module	led_disp(
		o_seg,
		o_seg_dp,
		o_seg_enb,
		i_six_digit_seg,
		i_six_dp,
		clk,
		rst_n);
output	[5:0]	o_seg_enb		;
output		o_seg_dp		;
output	[6:0]	o_seg			;
input	[41:0]	i_six_digit_seg		;
input	[5:0]	i_six_dp		;
input		clk			;
input		rst_n			;
wire		gen_clk		;
nco		u_nco(
		.o_gen_clk	( gen_clk	),
		.i_nco_num	( 32'd5000	),
		.clk		( clk		),
		.rst_n		( rst_n		));
reg	[3:0]	cnt_common_node	;
always @(posedge gen_clk or negedge rst_n) begin
	if(rst_n == 1'b0) begin
		cnt_common_node <= 4'd0;
	end else begin
		if(cnt_common_node >= 4'd5) begin
			cnt_common_node <= 4'd0;
		end else begin
			cnt_common_node <= cnt_common_node + 1'b1;
		end
	end
end
reg	[5:0]	o_seg_enb		;
always @(cnt_common_node) begin
	case (cnt_common_node)
		4'd0:	o_seg_enb = 6'b111110;
		4'd1:	o_seg_enb = 6'b111101;
		4'd2:	o_seg_enb = 6'b111011;
		4'd3:	o_seg_enb = 6'b110111;
		4'd4:	o_seg_enb = 6'b101111;
		4'd5:	o_seg_enb = 6'b011111;
		default:o_seg_enb = 6'b111111;
	endcase
end
reg		o_seg_dp		;
always @(cnt_common_node) begin
	case (cnt_common_node)
		4'd0:	o_seg_dp = i_six_dp[0];
		4'd1:	o_seg_dp = i_six_dp[1];
		4'd2:	o_seg_dp = i_six_dp[2];
		4'd3:	o_seg_dp = i_six_dp[3];
		4'd4:	o_seg_dp = i_six_dp[4];
		4'd5:	o_seg_dp = i_six_dp[5];
		default:o_seg_dp = 1'b0;
	endcase
end
reg	[6:0]	o_seg			;
always @(cnt_common_node) begin
	case (cnt_common_node)
		4'd0:	o_seg = i_six_digit_seg[6:0];
		4'd1:	o_seg = i_six_digit_seg[13:7];
		4'd2:	o_seg = i_six_digit_seg[20:14];
		4'd3:	o_seg = i_six_digit_seg[27:21];
		4'd4:	o_seg = i_six_digit_seg[34:28];
		4'd5:	o_seg = i_six_digit_seg[41:35];
		default:o_seg = 7'b111_1110;  
	endcase
end
endmodule
module	ir_rx(	
		o_data,
		i_ir_rxb,
		clk,
		rst_n);
output	[31:0]	o_data		;
input		i_ir_rxb	;
input		clk		;
input		rst_n		;
parameter	IDLE		= 2'b00	;
parameter	LEADCODE	= 2'b01	;	 
parameter	DATACODE	= 2'b10	;	 
parameter	COMPLETE	= 2'b11	;	 
wire		clk_1M				;
nco		u_nco(
		.o_gen_clk	( clk_1M	),
		.i_nco_num	( 32'd50	),
		.clk		( clk		),
		.rst_n		( rst_n		));
wire		ir_rx		;
assign		ir_rx = ~i_ir_rxb;
reg	[1:0]	seq_rx				;
always @(posedge clk_1M or negedge rst_n) begin
	if(rst_n == 1'b0) begin
		seq_rx <= 2'b00;
	end else begin
		seq_rx <= {seq_rx[0], ir_rx};
	end
end
reg	[15:0]	cnt_h		;
reg	[15:0]	cnt_l		;
always @(posedge clk_1M or negedge rst_n) begin
	if(rst_n == 1'b0) begin
		cnt_h <= 16'd0;
		cnt_l <= 16'd0;
	end else begin
		case(seq_rx)
			2'b00	: cnt_l <= cnt_l + 1;
			2'b01	: begin
				cnt_l <= 16'd0;
				cnt_h <= 16'd0;
			end
			2'b11	: cnt_h <= cnt_h + 1;
		endcase
	end
end
reg	[1:0]	state		;
reg	[5:0]	cnt32		;
always @(posedge clk_1M or negedge rst_n) begin
	if(rst_n == 1'b0) begin
		state <= IDLE;
		cnt32 <= 6'd0;
	end else begin
		case (state)
			IDLE: begin
				state <= LEADCODE;
				cnt32 <= 6'd0;
			end
			LEADCODE: begin
				if (cnt_h >= 8500 && cnt_l >= 4000) begin
					state <= DATACODE;
				end else begin
					state <= LEADCODE;
				end
			end
			DATACODE: begin
				if (seq_rx == 2'b01) begin
					cnt32 <= cnt32 + 1;
				end else begin
					cnt32 <= cnt32;
				end
				if (cnt32 >= 6'd32 && cnt_l >= 1000) begin
					state <= COMPLETE;
				end else begin
					state <= DATACODE;
				end
			end
			COMPLETE: state <= IDLE;
		endcase
	end
end
reg	[31:0]	data		;
reg	[31:0]	o_data		;
always @(posedge clk_1M or negedge rst_n) begin
	if(rst_n == 1'b0) begin
		data <= 32'd0;
	end else begin
		case (state)
			DATACODE: begin
				if (cnt_l >= 1000) begin
					data[32-cnt32] <= 1'b1;
				end else begin
					data[32-cnt32] <= 1'b0;
				end
			end
			COMPLETE: o_data <= data;
		endcase
	end
end
endmodule
module	top(
		o_seg_enb,
		o_seg_dp,
		o_seg,
		i_ir_rxb,
		clk,
		rst_n);
output	[5:0]	o_seg_enb	;
output		o_seg_dp	;
output	[6:0]	o_seg		;
input		i_ir_rxb	;
input		clk		;
input		rst_n		;
wire [31:0]	out_data	;
ir_rx		ir_rx_u0(	
		.o_data(out_data),
		.i_ir_rxb(i_ir_rxb),
		.clk(clk),
		.rst_n(rst_n));
wire [23:0]	in_num		  ;
wire [6:0]	out_seg_sec_right ;
wire [6:0]	out_seg_sec_left  ;
wire [6:0]	out_seg_min_right ;
wire [6:0]	out_seg_min_left  ;
wire [6:0]	out_seg_hour_right;
wire [6:0]	out_seg_hour_left ;
assign		out_data[3:0] = in_num[3:0]	;
assign		out_data[7:4] = in_num[7:4]	;
assign		out_data[11:8] = in_num[11:8]	;
assign		out_data[15:12] = in_num[15:12]	;
assign		out_data[19:16] = in_num[19:16]	;
assign		out_data[23:20] = in_num[23:20]	;
fnd_dec		fnd_dec_u0(
		.o_seg(out_seg_sec_right),
		.i_num(in_num[3:0]));
fnd_dec		fnd_dec_u1(
		.o_seg(out_seg_sec_left),
		.i_num(in_num[7:4]));
fnd_dec		fnd_dec_u2(
		.o_seg(out_seg_min_right),
		.i_num( in_num[11:8]));
fnd_dec		fnd_dec_u3(
		.o_seg(out_seg_min_left),
		.i_num(in_num[15:12]));
fnd_dec		fnd_dec_u4(
		.o_seg(out_seg_hour_right),
		.i_num(in_num[19:16]));
fnd_dec		fnd_dec_u5(
		.o_seg(out_seg_hour_left),
		.i_num(in_num[23:20]));
wire [41:0]	in_six_digit_seg	;
assign		in_six_digit_seg = {out_seg_hour_left, out_seg_hour_right, out_seg_min_left, out_seg_min_right, out_seg_sec_left, out_seg_sec_right};
led_disp	led_disp_u0(
		.o_seg(o_seg),
		.o_seg_dp(o_seg_dp),
		.o_seg_enb(o_seg_enb),
		.i_six_digit_seg(in_six_digit_seg),
		.i_six_dp(6'h0),
		.clk(clk),
		.rst_n(rst_n));
endmodule
### run.sh
#!/bin/bash
# OpenROAD 26Q1-2900-gdf79404cd8, Yosys 0.63+post, stock flow scripts
make -C /OpenROAD-flow-scripts/flow DESIGN_CONFIG=/design/flow/config.mk WORK_HOME=/design/flow/orfs finish
### config.mk
export PLATFORM = sky130hd
export DESIGN_NAME = top
export DESIGN_NICKNAME = top
export VERILOG_FILES = /design/flow/design.v
export SDC_FILE = /design/flow/constraint.sdc
export NUM_CORES = 4
export LEC_CHECK = 1
export CORE_UTILIZATION = 40
### constraint.sdc
current_design top

set clk_period 3.3
set clk_io_pct 0.2

create_clock -name clk0 -period $clk_period [get_ports {clk}]

set non_clock_inputs [all_inputs -no_clocks]
set_input_delay [expr $clk_period * $clk_io_pct] -clock clk0 $non_clock_inputs
set_output_delay [expr $clk_period * $clk_io_pct] -clock clk0 [all_outputs]
==> impl_metrics.py <==
# Generated from Yosys and OpenROAD reports
metrics = {
    "clocking": {
        "clock_path_buffers": 2,
        "holdBufCountCts": 0,
        "clk_pin_slew_ps": 50,
        "cts_tree": "built",
        "clockRootBuffer": "clkbuf_16",
        "clock_latency_ps": 320,
        "numCtsBuffers": 9,
        "cts_max_level": 3,
        "cts_resized": 0,
        "postCtsSetupBuffers": 0,
    },
    "floorplan": {
        "core_area_mm2": 0.02375,
        "rows": 56,
        "die_h_um": 158.6,
        "die_x_um": 158.6,
        "chipArea_mm2": 0.02514,
        "fp_util_pct": 41.28,
        "io_pins": 17,
    },
    "drt": {
        "antenna_cells": 0,
        "drtAntennaViolNets": 0,
        "drt-total-wl_um": 16220,
        "firstDrtPassIters": 4,
        "vias": 6343,
        "via_per_inst": 4.959,
        "drt_iter0_drc": 333,
        "avgRoutedWirePerCell_um": 12.68,
        "drc_errors": 0,
    },
    "timing": {
        "finalMaxSlewViolations": 0,
        "period_used_pct": 65.01,
        "rsz0062_at_grt": "no",
        "unclocked_regs": 138,
        "setup_tns_ps": 0,
        "timing.hold.ws_ps": 271.5,
        "relSlewSlack_pct": 35.27,
        "worst_pin_slew_ps": 943.9,
        "fmax_ghz": 0.4661,
        "fin_crit_ps": 2145,
        "untimed_endpoints": 175,
        "postLayoutSetupSlackWorst_ps": 1155,
        "finalSetupViolations": 0,
        "fin_skew_ps": 7.106,
        "final-hold-violation-count": 0,
    },
    "pwr": {
        "p_total_mw": 1.892,
        "power_frac_comb_pct": 2.4,
        "p_clk_share_pct": 52.8,
        "p_sw_share_pct": 18.21,
        "leakage_nw": 4.726,
        "cellPowerDensity_mw_per_mm2": 175.7,
        "ir_drop_v": 0.0002502,
        "power.internal_mw": 1.548,
        "p_seq_share_pct": 44.8,
        "power_switching_uw": 344.7,
    },
    "critical_path": {
        "crit_type": "reg -> reg",
        "rr_worst_depth": 6,
        "crit_fanout": 13,
        "start_kind": "flop",
        "cp.required_ps": 3480,
        "end_kind": "flop",
        "cp.arrival_ps": 2320,
    },
    "placement": {
        "place_ws_ps": 1162,
        "place_area_mm2": 0.01045,
        "place_hpwl_um": 11710,
        "io_buffers": 15,
        "dpl.cell_count": 1263,
        "place.gp.congestion": 0.8149,
    },
    "synth": {
        "synthCells": 909,
        "synth_area_per_cell_um2": 10.79,
        "yosysTopAreaCell": "dfrtp_1",
        "synthArstFlopShare_pct": 67.65,
        "synth_area_mm2": 0.009806,
        "yosysUniqueCellTypes": 70,
        "ys_ff": 204,
        "synth-edff-count": 24,
        "postSynthSeqShare_pct": 51.15,
        "ys_chip_area_mm2": 0.009806,
        "top_area_share_pct": 34.96,
        "synth_warnings": 4,
        "ys_cells": 909,
        "synth.top_cells.by_area": "dfrtp_1 35%, dfxtp_1 8.6%, ha_1 8.2%, edfxtp_1 7.3%, mux2i_1 2.8%",
        "ys.flop_type": "dfrtp_1",
    },
    "outcome": {
        "status": "finished, final reports clean",
    },
    "run": {
        "cap_violations": 0,
        "warning_count": 73,
    },
    "global_route": {
        "overflow": 0,
        "grt_pass1_vias": 5727,
        "track_usage_pct": 14.13,
        "grt_pass1_wl_um": 27970,
        "antenna_found_initial": 0,
        "grt_max_degree": 93,
    },
    "finish": {
        "area_growth_pct": 9.851,
        "mostFrequentLayoutCell": "dfrtp_1",
        "drive_gt1_share_pct": 5.625,
        "register_area_mm2": 0.005020,
        "final_area_mm2": 0.01077,
        "logic_area_mm2": 0.004648,
        "lay_top_cells": "136 x dfrtp_1, 71 x nor2_1, 64 x ha_1, 63 x nand2_1",
        "final_core_util_pct": 45.35,
        "stdcell_count": 1279,
        "fill_cells": 2170,
    },
    "hold_path": {
        "holdCritPathClass": "in -> async",
    },
}
-- final cells by class --
class / instances / area share, %
tap: 319 / 3.705
timing repair buffer: 24 / 2.033
inverter: 43 / 1.498
clock inverter: 2 / 0.5576
clock buffer: 14 / 2.451
sequential: 204 / 46.60
multi-input combinational: 673 / 43.15
-- cells in the mapped netlist (5+ instances only) --
master      n
xnor2_1     7
a31oi_1    18
or2_2       5
nand2b_1   11
a21oi_1    48
and4_1      6
nand4b_1    6
nand4_1    21
o31ai_1     5
nor4_1     14
clkbuf_1   29
nor2_1     71
and3_1     11
inv_1      43
or4_1       5
nand3_1    33
or3_1       5
ha_1       64
nand3b_1    9
xor2_1     27
o221ai_1    7
nand2_1    64
nor2b_1     7
a221oi_1    7
mux2i_1    27
dfxtp_1    42
edfxtp_1   24
mux2_2     12
a22oi_1    16
mux2_1     22
o21ai_0    33
nor3_1     18
dfrtp_1   137
-- cells by family after synthesis --
family,count (synthesis),synth area share (%)
AND/OR/NAND/NOR,305,16.89
flip-flops,204,51.15
AND-OR/OR-AND,161,10.76
buffers and inverters,79,3.292
adder cells (fa/ha/maj),64,8.166
multiplexers,61,6.661
XOR/XNOR,34,3.037
other,1,0.03824
-- layer usage --
metal	global-route usage, %	wire (um)
met4	0.6868	71
met5	0	0
met3	1.358	371
met2	21.26	7111
met1	24.13	8665
-- power by group through the flow --
stage / clock network, mW / logic, mW / registers [mW]
4_1_cts: 1.03 / 0.0497 / 0.848
5_1_grt: 1.07 / 0.0580 / 0.850
6_report: 0.999 / 0.0458 / 0.847
-- worst paths after layout --
check | startpoint | end | slack, ps
max in group asynchronous | rst_n | ir_rx_u0.u_nco.cnt[20] | 2210
setup / recovery | led_disp_u0.u_nco.cnt[0] | led_disp_u0.u_nco.o_gen_clk | 1150
hold / removal | rst_n | led_disp_u0.u_nco.cnt[30] | 270
min in group clk0 | led_disp_u0.u_nco.cnt[0] | led_disp_u0.u_nco.cnt[0] | 480
hold reg to reg | led_disp_u0.u_nco.cnt[0] | led_disp_u0.u_nco.cnt[0] | 480
setup reg to reg | led_disp_u0.u_nco.cnt[0] | led_disp_u0.u_nco.o_gen_clk | 1150
-- critical path: stages, from the launching register on --
cell	delay, ps
dfrtp_1	400
ha_1	240
nor4_1	230
a21boi_0	140
o31ai_1	210
nand4_1	490
xor2_1	300
Power and IR drop assume default switching activity.
